$ cat config.mk
export PLATFORM = sky130hd
export DESIGN_NAME = v_wb
export DESIGN_NICKNAME = v_wb
export VERILOG_FILES = /design/flow/design.v
export SDC_FILE = /design/flow/constraint.sdc
export NUM_CORES = 4
export LEC_CHECK = 1
export CORE_AREA = 10 10 316 316
export DIE_AREA = 0 0 326 326
$ cat constraint.sdc
current_design v_wb

set clk_period 1.0
set clk_io_pct 0.2

create_clock -name clk0 -period $clk_period

set non_clock_inputs [all_inputs -no_clocks]
set_input_delay [expr $clk_period * $clk_io_pct] -clock clk0 $non_clock_inputs
set_output_delay [expr $clk_period * $clk_io_pct] -clock clk0 [all_outputs]
$ cat design.v
module v_wb #(
  parameter VREG_DW = 256,
  parameter VREG_AW = 5,
  parameter REG_DW  = 32
) (
  input                   clk,
  input                   rst,
  input                   vid_wb_en_i,
  input                   vid_wb_sel_i,
  input   [VREG_AW-1:0]   vid_wb_addr_i,
  input                   vid_wb_from_rs1,
  input   [VREG_DW-1:0]   valu_result_i,
  input   [VREG_DW-1:0]   vmem_result_i,
  output                  vwb_en_o,
  output  [VREG_AW-1:0]   vwb_addr_o,
  output  [VREG_DW-1:0]   vwb_data_o,
  input   [REG_DW-1:0]    rs1_data
);
assign vwb_en_o     = (rst == 1'b1) ? 0 : vid_wb_en_i ;
assign vwb_addr_o   = (rst == 1'b1) ? 0 : vid_wb_addr_i ;
assign vwb_data_o   = (rst == 1'b1)   ? 0                          : 
                      vid_wb_from_rs1 ? {VREG_DW/REG_DW{rs1_data}} : 
                      vid_wb_sel_i    ? vmem_result_i              : valu_result_i ;
endmodule 
$ cat run.sh
#!/bin/bash
# OpenROAD 26Q1-2900-gdf79404cd8, Yosys 0.63+post, stock flow scripts
make -C /OpenROAD-flow-scripts/flow DESIGN_CONFIG=/design/flow/config.mk WORK_HOME=/design/flow/orfs finish
==> impl_metrics.tcl <==
# implementation run metrics
set metrics [dict create \
    status "finished with violations" \
    violations "negative setup slack" \
    ys_sh_simple_pct 4.21 \
    period_used_pct 177 \
    drive_above_1_share_pct 63.0 \
    mux_share_pct 45.4 \
    synth_seq_share_pct 0 \
    via_count 11159 \
    hp-class "input pin to output port" \
    setup_ws_ps -765 \
    grt_first_pass_wirelength_mm 119 \
    syn-instance-count 672 \
    power_density_nw_per_um2 486 \
    dieArea_sq_um 106000 \
    holdPathEnd "vwb_addr_o[1]" \
    grt_usage_pct 16.6 \
    die_w_um 326 \
    synthToLayoutAreaGrowth_pct 296 \
    fp-utilization_pct 6.07 \
    mostFrequentLayoutCell "clkdlybuf4s50_1" \
    fp.coreArea_sq_um 93000 \
    grt_pass1_vias 11858 \
    slew_headroom_pct 65.7 \
    critical_path_peak_fanout 6 \
    place_congestion 0.916 \
    nClkBuffers 0 \
    p_int_mw 6.25 \
    syn_avg_cell_area_sq_um 8.40 \
    cp-start-kind "input pin" \
    seqPwrFrac_pct 0 \
    row_count 112 \
    antenna_found_initial 38 \
    yosysChipArea_sq_um 5640 \
    final_cell_mix "clkdlybuf4s50_1, buf_2, a211oi_2, buf_6, buf_4" \
    aoi_share_pct 34.1 \
    fillers 9829 \
    xor_share_pct 0 \
    tool_warnings 36 \
    io_buffers 815 \
    grt_overflow 0 \
    synth.top_cell.area_share_pct 45.4 \
    swShare_pct 42.5 \
    timing.final.crit_period_ps 1770 \
    drt-initial-drc-count 548 \
    place_ws_ps -1480 \
    yosys_warnings 0 \
    flop-count 0 \
    fa_ha_area_share_pct 0 \
    fmax_ghz 0.567 \
    hold_viol 0 \
    tightest_slew_ps 504 \
    power.switching_mw 4.62 \
    route.detailed.drc 0 \
    wl_per_cell_um 30.1 \
    grt_max_degree 38 \
    ios 816 \
    path_class "input pin to output port" \
    power_leakage_nw 8.85 \
    clock_power_share_pct 0 \
    yosys-top-cells-area "mux2i_1, a211oi_1, buf_12" \
    dpl.hpwl_mm 76.0 \
    ant_nets 0 \
    syn_area_sq_um 5640 \
    slew_violations 0 \
    cp.required_ps 800 \
    rsz0062_at_grt "yes" \
    setup_viol 259 \
    largest_area_cell "mux2i_1" \
    cap_viol_max_count 0 \
    worstSetupEndpointType "output port" \
    synth_cell_types 12 \
    viasPerCell 3.63 \
    p_comb_share_pct 100.0 \
    synthTopLogicFamily "multiplexers" \
    vdd_ir_drop_max_uv 203 \
    wirelength_mm 92.5 \
    min-delay-start "vid_wb_addr_i[1]" \
    drt-pass1-iter-count 5 \
    flop_area_sq_um 0 \
    holdPathStages 3 \
    worstPathArrival_ps 1570 \
    yosysCellCount 672 \
    die_y_um 326 \
    fin_tns_setup_ps -153730 \
]
layout make-up:
| cell class | count | area (sq um) | area share, % |
|---|---|---|---|
| antenna | 10 | 25.0 | 0.112 |
| multi-input combinational | 550 | 8020 | 35.9 |
| tap | 1254 | 1570 | 7.02 |
| inverter | 1 | 30.0 | 0.134 |
| timing repair inverter | 2 | 50.0 | 0.224 |
| timing repair buffer | 1259 | 12700 | 56.6 |
critical path, cell delays in order:
cell	delay (ps)
buf_16	140
buf_16	150
buf_8	120
buf_6	110
buf_6	120
buf_8	120
mux2i_4	210
a211oi_2	230
buf_2	160
kinds of logic after synthesis:
| logic type | after synthesis |
|---|---|
| buf+inv | 122 |
| mux | 256 |
| compound gates | 256 |
| simple gates | 38 |
synth_stat cells:
library cell / instances
buf_2: 17
buf_4: 1
nor2b_1: 38
clkbuf_2: 10
buf_12: 23
buf_1: 7
buf_6: 1
buf_8: 4
inv_2: 1
mux2i_1: 256
clkbuf_1: 58
a211oi_1: 256
metal layers:
| metal | vias to the layer above | global-route usage (%) | share of wire, % |
|---|---|---|---|
| li1 | 4947 | - | - |
| met4 | 38 | 0.318 | 0.46 |
| met3 | 58 | 5.58 | 9.3 |
| met2 | 661 | 26.6 | 46 |
| met1 | 5455 | 22.8 | 44 |
| met5 | - | 0 | 0.26 |
how the worst max path moves through the flow:
stage	from	end	slack (ps)
final	vid_wb_sel_i	vwb_data_o[39]	-770
after global routing	vid_wb_sel_i	vwb_data_o[39]	-800
after CTS	vid_wb_sel_i	vwb_data_o[25]	-930
stage by stage:
stage / hold slack, ps / utilization [%] / cell area [sq um] / total power [mW] / instances
after global routing: 778 / 24.0 / 22300 / 11.3 / 3071
after global placement: 968 / 18.3 / 17100 / 8.25 / 2916
after CTS: 808 / 23.0 / 21400 / 10.5 / 3059
after detailed placement: 980 / 18.3 / 17100 / 8.21 / 2916
after floorplan: 463 / - / 5650 / 1.87 / 672
final: 746 / 24.0 / 22300 / 10.9 / 3076
power by group through the flow:
stage | sequential (mW) | clock [mW] | combinational, mW
4_1_cts | 0 | 0 | 10.5
5_1_grt | 0 | 0.000000673 | 11.3
6_report | 0 | 0.00000135 | 10.9
what timing repair did:
action | in CTS | in global routing
hold buffers | 0 | 0
setup endpoints to repair | 262 | 259
resized | 1748 | 277
setup buffers | 179 | 72
pin swaps | 138 | 163
gates cloned | 30 | 1
Power and IR drop assume default switching activity.

==> design/flow/design.v <==
module mi_inst_fetch #(
    parameter PC_START      = 32'h8000_0000, 
    parameter ISSUE_NUM     = 2,
    parameter INST_DW       = 32,
    parameter INST_AW       = 32
)(
    input                           clk,
    input                           rst,
    input                           control_en_i,
    input   [INST_AW-1:0]           control_pc_i,
    output  [INST_AW-1:0]           current_pc_o,
    output                          inst_en_o,
    output  [INST_AW-1:0]           inst_addr_o,
    input   [ISSUE_NUM*INST_DW-1:0] inst_i,
    output  [ISSUE_NUM*INST_DW-1:0] inst_o
);
reg [INST_AW-1:0]   pc ;
reg [INST_AW-1:0]   addr ;
always @( posedge clk ) begin
    if( rst == 1'b1 ) begin
        pc <= PC_START ;
        addr <= PC_START ;
    end else begin
        if( control_en_i ) begin
            pc <= control_pc_i + 4*ISSUE_NUM ;
            addr <= control_pc_i ;
        end else begin
            pc <= pc + 4*ISSUE_NUM ;
            addr <= pc ;
        end
    end
end
assign current_pc_o = addr ;
assign inst_addr_o = addr ;
assign inst_en_o = ( rst != 1'b1 ) ;
assign inst_o = inst_i ;
endmodule
==> design/flow/run.sh <==
#!/bin/bash
# OpenROAD 26Q1-2900-gdf79404cd8, Yosys 0.63+post, stock flow scripts
make -C /OpenROAD-flow-scripts/flow DESIGN_CONFIG=/design/flow/config.mk WORK_HOME=/design/flow/orfs finish
==> design/flow/config.mk <==
export PLATFORM = sky130hd
export DESIGN_NAME = mi_inst_fetch
export DESIGN_NICKNAME = mi_inst_fetch
export VERILOG_FILES = /design/flow/design.v
export SDC_FILE = /design/flow/constraint.sdc
export NUM_CORES = 4
export LEC_CHECK = 1
export CORE_AREA = 10 10 141 141
export DIE_AREA = 0 0 151 151
==> design/flow/constraint.sdc <==
current_design mi_inst_fetch

set clk_period 6.4
set clk_io_pct 0.2

create_clock -name clk0 -period $clk_period [get_ports {clk}]

set non_clock_inputs [all_inputs -no_clocks]
set_input_delay [expr $clk_period * $clk_io_pct] -clock clk0 $non_clock_inputs
set_output_delay [expr $clk_period * $clk_io_pct] -clock clk0 [all_outputs]
==> run_results.csv <==
group,metric,value,unit
outcome,outcome,"completed",
synth,post_synth_instance_area,3470,sq um
setup_path,worstPathMaxFanout,45,
routing,route.antenna.diode_count,0,
routing,initialDrtViolationCount,131,
setup_path,worst_r2r_startpoint,"pc[3]",
floorplan,die_w,151,um
synth,synth.yosys.num_cells,382,
routing,drt-total-wl,9.20,mm
flow_run,warnings,25,
placement,buffer_ports.inserted,99,
placement,last_weighted_congestion_value_of_the_routability_driven_placer,0.784,
routing,routed-via-count,2462,
hold_path,timing.hold.worst.class,"reg -> reg",
synth,ys_warn_count,1,
synth,synth_sequential_area_ratio,36.9,%
setup_path,class_of_the_most_critical_setup_path,"in -> out",
final_timing,grt_setup_unrepaired,"no",
synth,cell_variety_after_synth,51,
cells_and_area,final_layout_top_logic_cell,"clkdlybuf4s50_1",
synth,aoi_share,7.67,%
global_route,remaining_global_route_overflow,0,
floorplan,initCoreUtil,20.8,%
clock_tree,cts_setup_buffers,0,
clock_tree,cts_hold_repair.buffers,0,
clock_tree,cts.repair.resized,0,
global_route,global_route.usage.total,7.53,%
synth,numSynthFlops,64,
synth,post_synth_main_area_contributors,"dfxtp_1 (37%), buf_4 (21%), mux2i_1 (7.8%)",
final_timing,max_slew_margin,44.6,%
hold_path,min_from,"pc[1]",
global_route,grt_use_met3,3.24,%
setup_path,launching_element_of_the_worst_setup_path,"rst",
clock_tree,cts_inserted_buffers,9,
final_timing,layout_worst_path_cycle_share,66.2,%
cells_and_area,finalInstanceArea,4220,sq um
synth,synth.yosys.chip_area,3470,sq um
clock_tree,cts.path.max_buffers,2,
pwr,power-per-cell-area,245,nW/um^2
floorplan,dieArea,22800,sq um
synth,xor_share,2.77,%
setup_path,cp_data_required_time,5120,ps
synth,ys_dominant_reg_cell,"dfxtp_1",
synth,post_synth_main_logic_family,"buffers and inverters",
floorplan,ioPinCount,228,
floorplan,floorplan.core_area,16700,sq um
final_timing,setup_skew,4.93,ps
setup_path,data_arrival_time_of_the_critical_path,2960,ps
synth,synth.avg_cell_area,9.10,sq um
floorplan,die.size.y,151,um
global_route,grt_pass1_vias,2411,
cells_and_area,layout-area-overhead-vs-synth,21.6,%
global_route,antenna_violations_before_repair,3,
synth,post_synth_inst_count,382,
synth,netlist.area_leader.share,36.9,%
placement,hpwlAfterDp,6.96,mm
clock_tree,h-tree-depth,3,
global_route,wire_length_of_the_first_global_routing_pass,13.4,mm
synth,top_area_cell,"dfxtp_1",
pwr,irDropWorstVdd,0.000126,V
final_timing,timing_max_transition_violations_final,0,
global_route,grt_util_met2,11.5,%
final_timing,tightestPinTransition,831,ps
cells_and_area,mostFrequentLayoutCells,"clkdlybuf4s50_1 (97), dfxtp_1 (64), nor2_1 (43), mux2i_1 (27), nand2_1 (20)",
final_timing,layout_min_cycle_time,4240,ps
global_route,grt_max_degree,46,
synth,portion_of_netlist_area_occupied_by_mux_cells,10.7,%
synth,number_of_synthesized_flops_with_an_enable_pin,0,
pwr,static_power_due_to_leakage,1.60,nW
clock_tree,worst_setup_hold_path_clk_slew,50,ps
placement,place_area,3940,sq um
final_timing,timing.final.setup_violations,0,
cells_and_area,share_of_final_layout_standard_cells_stronger_than_drive_strength_1,8.76,%
synth,synth-adder-area-share,0.360,%
clock_tree,cts_tree,"yes",
routing,detailedRoute.firstPassIterationCount,4,
clock_tree,clock_sink_count,64,
setup_path,kind_of_end_point_of_the_critical_path,"output pin",
global_route,grt_use_met1,9.62,%
synth,async_set_reset_flop_share_out_of_synthesis,0,%
floorplan,fp-row-count,47,
final_timing,clock.fmax,0.236,GHz
routing,route.detailed.drc,0,
setup_path,timing.critical_path.from_type,"input port",
final_timing,aggregate_negative_setup_slack,0,ps
routing,wl_per_cell,15.1,um
clock_tree,ctsRootBufferMaster,"clkbuf_16",
routing,ant_nets,0,
synth,simple_gate_area_share,18.3,%
final_timing,finalHoldViolCount,0,
clock_tree,worst_skew_pair.late_latency,330,ps
global_route,global_route.peak_usage_layer,"met2",
routing,drt-vias-per-instance,4.05,
flow_run,timing.max_cap.violations,0,
## critical path, cell delays in order
cell             delay [ps]
buf_2                   630
inv_1                   490
clkdlybuf4s50_1         550
## cells in the mapped netlist (7+ instances only)
| cell | n |
|---|---|
| and2_1 | 7 |
| dfxtp_1 | 64 |
| xnor2_1 | 9 |
| buf_4 | 98 |
| nor2_1 | 43 |
| mux2i_1 | 27 |
| nand3_1 | 15 |
| a21oi_1 | 7 |
| nand2_1 | 20 |
| mux2_2 | 8 |
| o21ai_0 | 8 |
## metal layers
metal	share of wire, %	wire (um)
met3	11	1020
met1	42	3850
met2	45	4110
met5	0.40	37
met4	1.9	177
## state kept, by name, indices dropped and copies added (netlist names)
name	count
addr	32
pc	32
## final timing paths
path / slack, ps / end / cells after the start
setup / recovery: 2160 / inst_en_o / 3
hold / removal: 510 / addr[1] / 2
hold reg to reg: 510 / addr[1] / 2
setup reg to reg: 4100 / pc[27] / 6
## layout make-up
cell class / instances / area [sq um]
sequential: 64 / 1280
multi-input combinational: 205 / 1380
clock buffer: 14 / 274
clock inverter: 2 / 12.5
fill: 1764 / 12500
tap: 220 / 275
inverter: 3 / 11.3
timing repair buffer: 100 / 988
## power breakdown
part	total, W	switching (W)	leakage [nW]	internal, W
sequential	0.000440	0.0000154	0.529	0.000425
combinational	0.000138	0.0000532	0.930	0.0000847
clock	0.000458	0.000165	0.139	0.000293
total	0.00104	0.000234	1.60	0.000802
## metrics by stage
stage / power [W] / utilization [%] / hold WS (ps) / worst slack, ps / cells
2_1_floorplan: 0.000539 / - / 459 / 3040 / 382
3_3_place_gp: 0.000586 / 23.6 / 504 / 2100 / 592
3_5_place_dp: 0.000587 / 23.6 / 493 / 2000 / 592
4_1_cts: 0.00105 / 25.3 / 506 / 2090 / 608
5_1_grt: 0.00108 / 25.3 / 544 / 2020 / 608
6_report: 0.00104 / 25.3 / 506 / 2160 / 608
## cells by family (layout without fill, tap and decap cells)
group                    after synthesis  count (layout)
adder cells (fa/ha/maj)                1               1
multiplexers                          36              36
XOR/XNOR                              11              11
flip-flops                            64              64
buffers and inverters                113             119
AND/OR/NAND/NOR                      121             121
AND-OR/OR-AND                         36              36
No activity file was given, so power comes from the tool's default toggle rates.
